[design/flow/run.sh]
#!/bin/bash
# OpenROAD 26Q1-2900-gdf79404cd8, Yosys 0.63+post, stock flow scripts
make -C /OpenROAD-flow-scripts/flow DESIGN_CONFIG=/design/flow/config.mk WORK_HOME=/design/flow/orfs finish
[design/flow/config.mk]
export PLATFORM = sky130hd
export DESIGN_NAME = RAM_16x8_ex1
export DESIGN_NICKNAME = RAM_16x8_ex1
export VERILOG_FILES = /design/flow/design.v
export SDC_FILE = /design/flow/constraint.sdc
export NUM_CORES = 4
export LEC_CHECK = 1
export CORE_UTILIZATION = 40
[design/flow/constraint.sdc]
current_design RAM_16x8_ex1

set clk_period 3.6
set clk_io_pct 0.2

create_clock -name clk0 -period $clk_period [get_ports {clk}]

set non_clock_inputs [all_inputs -no_clocks]
set_input_delay [expr $clk_period * $clk_io_pct] -clock clk0 $non_clock_inputs
set_output_delay [expr $clk_period * $clk_io_pct] -clock clk0 [all_outputs]
[design/flow/design.v]
module RAM_16x8_ex1 (clk, addr, RW, i_data, o_data);
	input clk;
    	input [3:0] addr;
    	input RW;
    	input [7:0] i_data;
    	output reg[7:0] o_data;
    	reg [7:0] Mem [0:15]; 
    	always @ (posedge clk)
    	     	if (RW) 
            			Mem[addr] <= i_data;
        		else 
            			o_data <= Mem[addr];
endmodule
==> ci_impl_report.md <==
### Flow metrics

| Metric | Value |
|---|---|
| Cell Area, Synth | `0.00515 mm^2` |
| Setup bufs post-CTS | `0` |
| Distinct cells, synth | `18` |
| Vias in the first global route | `roughly 2700` |
| Layout cells sized above 1 | `approximately 28%` |
| Max FO, Critical Path | `9` |
| Syn_area_per_cell | `22.3 um^2` |
| Ports | `22` |
| Worst reg2reg path startpoint | `Mem[2][6]` |
| Reg-to-Reg End | `o_data[6]` |
| Clock-pin slew on the worst setup and hold paths | `around 0.06 ns` |
| Die footprint | `roughly 0.013 mm^2` |
| Leak pwr | `0.00201 uW` |
| TNS Setup | `0 ns` |
| Power density over cell area | `603 mW/mm^2` |
| Placed Cells | `429` |
| Final Wtd Congestion | `0.862` |
| Data required, critical path | `about 3.6 ns` |
| Max Clock Freq | `just under 400 MHz` |
| Vias/cell | `5.21` |
| DRT iter0 DRCs | `173` |
| Reg2Reg Depth | `3` |
| Total track usage | `17.6%` |
| Yosys Instances | `231` |
| WP data arrival | `2.54 ns` |
| Maximum VDD drop | `~290 uV` |
| Dpl hpwl | `6160 um` |
| Final min period | `~2.5 ns` |
| Final wirelength | `between 9000 and 10000 um` |
| DIE HEIGHT | `115 um` |
| Row cnt | `41` |
| RSZ-0062 raised after global routing | `false` |
| Startpoint class of the critical path | `input port` |
| Final period util | `69.9%` |
| Clk_skew | `between 0.005 and 0.006 ns` |
| Drc violations | `0` |
| Outcome | `finished, final reports clean` |
| Floorplan utilization | `41.0%` |
| TritonCTS buffer count | `17` |
| Hold_sp | `Mem[14][7]` |
| Yosys stat area | `0.00515 mm^2` |
| Avg WL per Cell | `~21 um` |
| Fin area | `0.00625 mm^2` |
| Register share after synthesis | `79.3%` |
| Core ar. | `0.0126 mm^2` |
| YS warnings | `1` |
| First-pass GRT wire length | `15200 um` |
| Post-route ant nets | `0` |
| Worst hold path type | `register to register` |
| Final WS setup | `1.08 ns` |
| R2r setup slk | `2.16 ns` |
| Initial antenna violation count | `0` |
| CTS Sinks | `136` |
| Hold Path Stages | `3` |
| Post-DP Area | `0.00562 mm^2` |
| Fin cells | `around 460` |
| Hold-fix buffers, CTS | `0` |
| Final Max Tran Viols | `0` |
| Max clock buf depth | `2` |
| Root Driver | `clkbuf_16` |
| H-tree depth | `4` |
| TritonRoute pass-1 iters | `4` |
| Total of max-cap violations | `0` |
| Kind of critical path | `input port to register` |
| Clk latency late pin | `0.40 ns` |
| Pin count of the biggest net entering global routing | `28` |
| Pre-CTS WS | `0.665 ns` |
| Final Hold Fails | `0` |
| Log Warnings | `25` |
| Cells after synthesis | `roughly 230` |
| Hold Path End | `o_data[7]` |
| Chip width | `115 um` |
| Worst Max-Slew Pin Slew | `0.859 ns` |
| Quantity of gates resized following cts | `0` |
| CTS tree | `done` |
| Gr ovfl total | `0` |
| Synth-to-Final Area Change | `21.4%` |
| ANT cells | `0` |
| Endpoints failing setup | `0` |
| # port buffers | `21` |
| Vias | `2400` |
| Worst slew margin | `42.5%` |
| FF+latch count, synth | `136` |
| Crit path capture type | `register` |
-- critical path: stages --
cell and delay, ns:
clkdlybuf4s50_1 0.54, inv_1 0.20, or3_1 0.41, nor2_1 0.66
-- report_power, final --
part	switching [uW]	internal (uW)	total [uW]
clock network	637	1160	1800
logic	93.5	78.5	172
registers	8.99	1790	1790
-- through the flow --
step,hold WS (ns),total power (uW),util [%]
floorplan,0.710,1910,-
global placement,0.736,2000,44.7
detailed placement,0.730,2000,44.7
CTS,0.743,3790,49.7
global route,0.801,3880,49.7
finish,0.744,3770,49.7
-- registers in the layout, indices dropped and copies added (netlist names) --
| register | flops |
|---|---|
| o_data | 8 |
| Mem | 128 |
-- synth_stat cells --
library cell,instances,area (um^2)
edfxtp_1,136,4080
mux4_2,32,721
a22oi_1,16,120
nor2_1,13,48.8
nand2_1,9,33.8
buf_1,4,15.0
nor3_1,4,20.0
buf_2,2,10.0
buf_6,2,22.5
clkbuf_1,2,7.51
nand2b_1,2,12.5
nand3b_1,2,15.0
nor2b_1,2,12.5
and2_1,1,6.26
clkbuf_2,1,5.00
inv_1,1,3.75
nand3_1,1,5.00
or3_1,1,6.26
-- cell type report --
class | count | area, um^2
inverter | 1 | 3.75
clock inverter | 14 | 198
clock buffer | 18 | 429
sequential | 136 | 4080
tap | 172 | 215
timing repair buffer | 37 | 320
multi-input combinational | 83 | 1000
fill | 961 | 6320
-- worst max path at each step --
stage	startpoint	endpoint	slack, ns	cells past startpoint
after CTS	RW	Mem[2][3]	1.09	4
after global routing	RW	Mem[3][6]	0.95	4
final	RW	Mem[3][5]	1.08	4
-- routing by layer --
metal	wire length, um	track usage [%]	vias to the layer above
li1	-	-	1064
met1	3850	27.4	1203
met2	4650	25.4	125
met3	1120	9.48	8
met4	92	1.82	0
met5	0	1.85	-
-- placed cells by master, fill, tap and decap left out, drive strengths merged --
cell           netlist  final
a22oi               16     16
and2                 1      1
buf                  8     18
bufinv               0      4
clkbuf               3     18
clkdlybuf4s50        0     19
clkinv               0      3
clkinvlp             0      4
edfxtp             136    136
inv                  1      4
mux4                32     32
nand2                9      9
nand2b               2      2
nand3                1      1
nand3b               2      2
nor2                13     13
nor2b                2      2
nor3                 4      4
or3                  1      1
-- kinds of logic (layout without fill, tap and decap cells) --
logic type,Yosys count,count (layout),share of synthesized area (%)
AND-OR/OR-AND,16,16,2.33
buffers and inverters,12,70,1.24
flip-flops,136,136,79.3
multiplexers,32,32,14.0
AND/OR/NAND/NOR,35,35,3.11
Power is estimated from default activity; no workload was simulated.
