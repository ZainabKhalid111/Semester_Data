File: design/flow/design.v
module DFF (D, clock, reset, Q, Qn);
input D;  
input clock;  
input reset;  
output Q, Qn;  
reg Q;
always @(posedge clock or negedge reset)
if (reset==1'b0)
Q <= 0;
else
Q <= D;
assign Qn = ~Q;
endmodule
module Dec_4x16 (A, B, C, D, En, O);
input A, B, C, D, En;  
output [15:0] O;  
	assign O[0]=~A&~B&~C&~D&En;  
	assign O[1]=~A&~B&~C&D&En;
	assign O[2]=~A&~B&C&~D&En;
	assign O[3]=~A&~B&C&D&En;
	assign O[4]=~A&B&~C&~D&En;
	assign O[5]=~A&B&~C&D&En;
	assign O[6]=~A&B&C&~D&En;
	assign O[7]=~A&B&C&D&En;
	assign O[8]=A&~B&~C&~D&En;
	assign O[9]=A&~B&~C&D&En;
	assign O[10]=A&~B&C&~D&En;
	assign O[11]=A&~B&C&D&En;
	assign O[12]=A&B&~C&~D&En;
	assign O[13]=A&B&~C&D&En;
	assign O[14]=A&B&C&~D&En;
	assign O[15]=A&B&C&D&En;
endmodule  
module JS_Counter (CLK, CLR, Q);
input CLK, CLR;  
output [3:0] Q;  
wire Qo_4;
DFF dff1(Qo_4,CLK,CLR,Q[0],Qo_1);  
DFF dff2(Q[0],CLK,CLR,Q[1],Qo_2);
DFF dff3(Q[1],CLK,CLR,Q[2],Qo_3);
DFF dff4(Q[2],CLK,CLR,Q[3],Qo_4);
endmodule
module combine(RST,CLK,OUTPUT_DATA);
input  RST,CLK;  
output [15:0] OUTPUT_DATA;  
wire en; 
wire [3:0]Q;  
assign en=1;
JS_Counter jsc(CLK,RST,Q);  
Dec_4x16 d1(Q[3],Q[2],Q[1],Q[0],en,OUTPUT_DATA);  
endmodule
File: design/flow/run.sh
#!/bin/bash
# OpenROAD 26Q1-2900-gdf79404cd8, Yosys 0.63+post, stock flow scripts
make -C /OpenROAD-flow-scripts/flow DESIGN_CONFIG=/design/flow/config.mk WORK_HOME=/design/flow/orfs finish
File: design/flow/config.mk
export PLATFORM = sky130hd
export DESIGN_NAME = combine
export DESIGN_NICKNAME = combine
export VERILOG_FILES = /design/flow/design.v
export SDC_FILE = /design/flow/constraint.sdc
export NUM_CORES = 4
export LEC_CHECK = 1
export CORE_AREA = 10 10 70 70
export DIE_AREA = 0 0 80 80
File: design/flow/constraint.sdc
current_design combine

set clk_period 1.1
set clk_io_pct 0.2

create_clock -name clk0 -period $clk_period [get_ports {CLK}]

set non_clock_inputs [all_inputs -no_clocks]
set_input_delay [expr $clk_period * $clk_io_pct] -clock clk0 $non_clock_inputs
set_output_delay [expr $clk_period * $clk_io_pct] -clock clk0 [all_outputs]
==> impl_report.txt <==
FLOW METRICS REPORT
----------------------------------------------------
[Outcome]
  Outcome ........................ finished with violations
  Violations in the final reports ........................ negative setup slack

[CTS]
  Clock buffer count from CTS ........................ 3
  Clock tree root buffer cell ........................ clkbuf_4
  Clock-pin slew of the registers on the worst-case setup and hold paths ........................ 0.04 ns
  Number of sinks handled by clock tree synthesis ........................ 4
  Latency at later pin ........................ 0.24 ns
  Number of buffers on the longest clock path ........................ 2
  Deepest level of the CTS H-tree ........................ 1
  Clock tree from TritonCTS ........................ yes

[STA]
  Fin Clk Skew ........................ 0.00363 ns
  RSZ-0062 raised after global routing ........................ true
  Final setup violating endpoints ........................ 16
  Achievable Freq ........................ 0.635 GHz
  Period minus WS final ........................ around 1.6 ns
  Worst-Margin Slew ........................ about 0.19 ns
  Period utilisation layout ........................ 1.43
  Tightest slew margin relative to the limit ........................ 0.875
  Number of max-slew violations in the final report ........................ 0
  Post-layout worst setup margin ........................ -0.474 ns
  Final count of hold timing violations ........................ 0

[Placed design]
  Area post-placement ........................ a little under 600 um2
  Port buffer count ........................ 17
  Post-Place Setup Slack ........................ -0.454 ns
  Final estimated routing congestion in global placement ........................ approximately 0.64
  Post-DP HPWL ........................ 842 um
  Cell count after placement ........................ 92

[GRT]
  Overall track demand over capacity in global routing ........................ 0.0422
  Maximum number of pins on one net before global-route repair ........................ 7
  Total gr overflow ........................ 0
  Number of global-route vias before repair ........................ 417
  Wire length of the first global-routing pass ........................ 2160 um
  Initial antenna violation count ........................ 0

[Drt]
  Drt initial violations ........................ 6
  DR WL/cell ........................ 11.8 um
  Antenna Diode Count ........................ 0
  Via count of the routed design ........................ 384
  Detailed Routing Iterations Pass 1 ........................ 3
  Via density per instance ........................ approximately 3.4
  Remaining antenna violation count after routing ........................ 0
  Overall routed net length ........................ between 1000 and 1500 um
  DRC viols ........................ 0

[Die]
  Site Rows ........................ 21
  Chip Footprint ........................ 6400 um2
  Floorplan core area ........................ 3420 um2
  IO Count ........................ 18
  Height of the die ........................ 80 um
  Die extent in x ........................ ~80 um
  Starting density of the core ........................ 0.103

[Layout]
  Post-route core utilization ........................ 0.231
  Count of filler cells inserted in the layout ........................ about 370
  Share of layout cells above drive strength 1 ........................ 0.833
  Final Instance Count excl. Fillers ........................ between 100 and 150
  Area of all placed cells without fillers ........................ slightly below 800 um2
  Area added between synthesis and finish ........................ 125%

[Yosys]
  Synth Instances ........................ 25
  Share of the yosys chip area belonging to registers ........................ 0.286
  Chip area in the Yosys report ........................ 350 um2
  Post-synth regs ........................ 4
  Synth Cell Area ........................ 350 um2
  Synth unique cells ........................ 10
  Mean post-synth cell area ........................ between 10 and 15 um2
  Cell count in the Yosys report ........................ 25
  Total number of yosys warnings ........................ 4

[Critical path]
  Required time worst endpoint ........................ 0.88 ns
  Worst Setup End Kind ........................ output pin
  Kind of critical path ........................ reg -> out
  CP startpoint kind ........................ flip-flop
  Crit Path Max Fanout ........................ 3
  Arrival time at the worst endpoint ........................ around 1.4 ns
  Length in cells of the worst reg-to-reg path ........................ 2

[Pwr]
  Leakage dissipation ........................ approximately 0.39 nW
  Cell area power density ........................ 439 nW/um2
  Maximum vdd ir drop ........................ 241 uV

[Flow run]
  Tool warnings ........................ 27
  Max-cap violation count ........................ 0

[Worst hold path]
  Worst min path class ........................ in -> async

----------------------------------------------------
-- per-layer routing --
metal,share of wire,GRT usage
met3,0.098,0.0239
met4,0.012,0.00704
met5,0,0
met2,0.47,0.0658
met1,0.42,0.0501
-- sequential cells by signal, indices dropped and copies added (netlist names) --
signal      count
jsc.dff4.Q      1
jsc.dff2.Q      1
jsc.dff1.Q      1
jsc.dff3.Q      1
-- placed cells by master, fill, tap and decap left out --
master	Yosys	layout
and4bb_2	6	6
and4b_1	4	4
buf_2	0	18
clkbuf_4	0	3
and4_1	1	1
inv_1	1	1
buf_8	0	1
buf_6	3	18
buf_12	0	2
nor4_2	1	1
nor4b_4	1	4
dfrtp_1	4	4
buf_4	1	2
clkdlybuf4s50_1	0	1
-- cells by family after synthesis --
group / Yosys count / share of synthesized area
buf+inv: 5 / 0.129
flops: 4 / 0.286
simple gates: 16 / 0.586
-- metrics by stage --
stage	hold WS, ns	power [W]	TNS (ns)
after CTS	0.186	0.000345	-6.11
after global routing	0.185	0.000366	-7.21
after global placement	0.438	0.000156	-6.24
final	0.179	0.000346	-6.25
after detailed placement	0.440	0.000156	-6.39
after floorplan	-0.0756	0.000150	0
-- Yosys cell counts --
cell type / number / share of area
nor4_2: 1 / 0.036
and4_1: 1 / 0.025
dfrtp_1: 4 / 0.29
buf_6: 3 / 0.096
nor4b_2: 3 / 0.13
inv_1: 1 / 0.011
and4b_1: 4 / 0.11
nor4b_4: 1 / 0.068
buf_4: 1 / 0.021
and4bb_2: 6 / 0.21
-- power breakdown --
| group | switching (W) | internal (W) | total [W] | leakage (nW) |
|---|---|---|---|---|
| combinational | 0.00000272 | 0.00000316 | 0.00000588 | 0.316 |
| sequential | 0 | 0.000148 | 0.000148 | 0.0566 |
| clock | 0.0000693 | 0.000123 | 0.000192 | 0.0138 |
| total | 0.0000720 | 0.000274 | 0.000346 | 0.386 |
-- area by class of cell --
cell class | count | area (um2) | area share
clock buffers | 3 | 22.5 | 0.0286
inverters | 1 | 3.75 | 0.00476
multi-input cells | 16 | 231 | 0.294
flip-flops and latches | 4 | 100 | 0.127
well taps | 46 | 57.6 | 0.0730
repair buffers | 42 | 373 | 0.473
-- path summary, 6_finish.rpt --
check / start / endpoint / slack [ns]
max: jsc.dff3.Q / OUTPUT_DATA[9] / -0.47
min reg2reg: jsc.dff1.Q / jsc.dff2.Q / 0.58
max in group asynchronous: RST / jsc.dff1.Q / 0.75
min: RST / jsc.dff3.Q / 0.18
min in group clk0: jsc.dff1.Q / jsc.dff2.Q / 0.58
max reg2reg: jsc.dff3.Q / jsc.dff4.Q / 0.35
-- critical path, stage by stage (launching register included) --
cell	delay (ns)
dfrtp_1	0.40
buf_6	0.14
buf_6	0.11
buf_6	0.10
and4bb_2	0.27
buf_2	0.10
-- what timing repair did --
action | CTS | global route
hold buffers | 0 | 0
buffers inserted | 11 | 4
cloned | 3 | 0
pin swaps | 12 | 4
gates resized | 67 | 5
endpoints found under the setup margin | 16 | 16
Power is estimated from default activity; no workload was simulated.
